File: config.mk
export PLATFORM = sky130hd
export DESIGN_NAME = Decoder
export DESIGN_NICKNAME = Decoder
export VERILOG_FILES = /design/flow/design.v
export SDC_FILE = /design/flow/constraint.sdc
export NUM_CORES = 4
export LEC_CHECK = 1
export CORE_AREA = 10 10 169 169
export DIE_AREA = 0 0 179 179
File: constraint.sdc
current_design Decoder

set clk_period 17.1
set clk_io_pct 0.2

create_clock -name clk0 -period $clk_period

set non_clock_inputs [all_inputs -no_clocks]
set_input_delay [expr $clk_period * $clk_io_pct] -clock clk0 $non_clock_inputs
set_output_delay [expr $clk_period * $clk_io_pct] -clock clk0 [all_outputs]
File: design.v
module Decoder (input wire clk_in,                   
                input wire rst_in,                   
                input wire rdy_in,                   
                input wire wrong_predicted,          
                input wire [31:0] correct_pc,
                output wire [31:0] next_pc,          
                output wire jalr_stall,
                input wire [31:0] inst_addr,
                input wire [31:0] inst,
                input wire start_decode,            
                output wire br_predict,              
                output wire issue_signal,            
                output wire issue_signal_rs,         
                output wire issue_signal_lsb,        
                output wire [31:0] imm,              
                output wire [6:0] op_type,           
                output wire [2:0] op,                
                output wire [31:0]reg1_v,            
                output wire [31:0]reg2_v,            
                output wire has_dep1,                
                output wire has_dep2,                
                output wire [5-1:0]rob_entry1,  
                output wire [5-1:0]rob_entry2,  
                output wire [4:0]rd_id,             
                output wire [5-1:0]rd_rob,    
                output wire [31:0]inst_out,          
                output wire [31:0]inst_addr_out,     
                input wire rob_full,                 
                input wire [5-1:0] rob_tail,
                input wire rs_full,                  
                input wire lsb_full,                 
                output wire [4:0] get_id1,           
                input wire [31:0] val1,
                input wire has_dep1_,                
                input wire [5 - 1:0] dep1,
                output wire [4:0] get_id2,
                input wire [31:0] val2,
                input wire has_dep2_,                
                input wire [5 - 1:0] dep2);
    assign br_predict       = op_type == 7'b1100011;
    assign issue_signal     = start_decode&&!wrong_predicted&&!jalr_stall&& !rob_full && !rs_full && !lsb_full;
    assign issue_signal_rs  = issue_signal&&(op_type == 7'b0010011 || op_type == 7'b0110011||op_type == 7'b1100011);
    assign issue_signal_lsb = issue_signal&&(op_type == 7'b0000011 || op_type == 7'b0100011);
    wire no_rs2;
    assign no_rs2 = op_type == 7'b0110111 || op_type == 7'b0010111 || op_type == 7'b1101111 || op_type == 7'b1100111 || op_type == 7'b0000011 || op_type == 7'b0010011;
    wire no_rd;
    assign no_rd         = op_type == 7'b1100011||op_type == 7'b0100011;
    assign op_type       = inst[6:0];
    assign op            = inst[14:12];
    assign get_id1       = inst[19:15];
    assign get_id2       = inst[24:20];
    assign reg1_v        = val1;
    assign reg2_v        = no_rs2 ? imm : val2;
    assign has_dep1      = has_dep1_;
    assign has_dep2      = no_rs2 ? 0 : has_dep2_;
    assign rob_entry1    = dep1;
    assign rob_entry2    = no_rs2 ? 0 : dep2;
    assign rd_id         = no_rd?0:inst[11:7];
    assign rd_rob        = rob_tail;
    assign inst_addr_out = inst_addr;
    assign inst_out      = inst;
    assign jalr_stall    = inst[6:0] == 7'b1100111 && has_dep1_;
    wire [31:0]pc_predictor_next_pc;
    Pc_predictor Pc_predictor_inst(
    .now_pc(inst_addr),
    .now_inst(inst),
    .val1(val1),
    .imm(imm),
    .next_pc(pc_predictor_next_pc));
    assign next_pc = wrong_predicted ? correct_pc : pc_predictor_next_pc;
    function [31:0] get_imm;
        input [31:0] inst;
        input [6:0] op_type;
        input [2:0] op;
        begin
            case (op_type)
                7'b0110111, 7'b0010111: begin
                    get_imm = {inst[31:12], 12'b0};
                end
                7'b1101111: begin
                    get_imm = {{12{inst[31]}}, inst[19:12], inst[20], inst[30:21], 1'b0};
                end
                7'b1100111: begin
                    get_imm = {{20{inst[31]}}, inst[31:20]};
                end
                7'b1100011: begin
                    get_imm = {{20{inst[31]}}, inst[7], inst[30:25], inst[11:8], 1'b0};
                end
                7'b0000011: begin
                    get_imm = {{20{inst[31]}}, inst[31:20]};
                end
                7'b0100011: begin
                    get_imm = {{20{inst[31]}}, inst[31:25], inst[11:7]};
                end
                7'b0010011: begin
                    if (op != 3'b001 && op != 3'b101) begin
                        get_imm = {{20{inst[31]}}, inst[31:20]};
                    end
                    else begin
                        get_imm = {{26{inst[25]}}, inst[25:20]};
                    end
                end
                7'b0110011: begin
                    get_imm = 32'h0;
                end
                default: begin
                    get_imm = 32'h0;
                end
            endcase
        end
    endfunction
    assign imm = get_imm(inst, op_type, op);
endmodule
module Pc_predictor (input wire [31:0] now_pc,
                     input wire [31:0] now_inst,
                     input wire [31:0] val1,
                     input wire [31:0] imm,
                     output wire [31:0] next_pc);
function [31:0] calculate_next_pc(input [31:0] now_pc, input [31:0] now_inst, input [31:0] val1, input [31:0] imm);
    case (now_inst[6:0])
        7'b1101111: begin
            calculate_next_pc = now_pc + imm;
        end
        7'b1100111: begin
            calculate_next_pc = val1 + imm;
        end
        7'b1100011: begin
            calculate_next_pc = now_pc + imm;
        end
        default: begin
            calculate_next_pc = now_pc + 4;
        end
    endcase
endfunction
assign next_pc = calculate_next_pc(now_pc, now_inst, val1, imm);
endmodule
File: run.sh
#!/bin/bash
# OpenROAD 26Q1-2900-gdf79404cd8, Yosys 0.63+post, stock flow scripts
make -C /OpenROAD-flow-scripts/flow DESIGN_CONFIG=/design/flow/config.mk WORK_HOME=/design/flow/orfs finish
==> flow_summary.yaml <==
# synthesis and place-and-route metrics
status:
  status: "complete, no violations"
global_routing:
  grt_pass1_wl_um: 40600
  antenna_found_initial: 0
  track_usage: 0.168
  grt_pass1_vias: 6342
  overflow: 0
  grt_start_max_net_pins: 56
setup_path:
  critPathSlowestCell: "clkdlybuf4s50_1"
  timing.critical_path.cells: "clkdlybuf4s50_1 -> nor2b_1 -> nand4_1 -> nor2_4 -> buf_4 -> mux2_2 -> ha_1 -> fa_1 -> a211oi_1 -> nor2_1 -> a21oi_1 -> a21oi_1 -> o2111ai_1 -> a21boi_1 -> o21ai_1 -> mux2_1 -> a21oi_1 -> clkdlybuf4s50_1"
  path_max_fanout: 20
  startpoint_type: "input port"
  arrival_ps: 9250
  end_kind: "output pin"
  crit_top_cell: "a21oi_1"
  critPathRequiredTime_ps: 13680
  path_class: "input port to output pin"
  crit_path_max_incr_delay_ps: 580
final_timing:
  setup_viol: 0
  slew_headroom: 0.531
  rsz0062_at_grt: "false"
  holdWs_ps: 6840
  finalSetupTns_ps: 0
  hold_violations: 0
  fmax_mhz: 78.9
  tightest_slew_ps: 700
  fin_crit_ps: 12670
  period_used_share: 0.741
  slew_violations: 0
logic_synthesis:
  ys_warn_count: 2
  synthesis.area_mm2: 0.00511
  avgSynthCellArea_um2: 6.69
  yosysUniqueCellTypes: 59
  syn_inst: 765
  yosys_cells: 765
  yosys-stat-area_mm2: 0.00511
  ys_seq_frac: 0
floorplan:
  core_mm2: 0.0250
  initial_core_util: 0.204
  ios: 424
  fp-row-count: 58
  die_y_um: 179
  die_width_um: 179
  chip_area_mm2: 0.0320
pwr:
  power_density_mw_per_mm2: 20.7
  finalPower_w: 0.000177
  ir_drop_uv: 12.6
  leakage_nw: 3.48
layout:
  final_core_util: 0.340
  lay_top_count: "clkdlybuf4s50_1"
  nClkBuffers: 0
  regArea_um2: 0
  drive_above_1_share: 0.0663
  layout_top_cells: "clkdlybuf4s50_1, nor2_1, nand2_1"
  nFlopsAndLatches: 0
  areaGrowthSynthToFinish_pct: 66.4
cts:
  cts_setup_buffers: 0
  postCtsHoldBufs: 0
  cts_resized: 0
flow_run:
  tool_warnings: 35
  cap_violations: 0
min_path:
  hold_depth: 0
  min_path_type: "input port to output pin"
  min_from: "rob_tail[0]"
  min_to: "rd_rob[0]"
routing:
  avgRoutedWirePerCell_um: 21.3
  wirelength_um: 28600
  n_antenna_cell: 0
  dr.pass1.iters: 5
  avgViaCountPerCell: 4.65
  drt_iter0_drc: 347
  postRouteAntennaNets: 0
  via_count: 6241
  drc: 0
placed_design:
  io_buffer_count: 401
  dp_hpwl_um: 24500
  place.gp.congestion: 0.895
-- area by class of cell --
cell class | count | area [um2]
tap | 330 | 413
multi-input combinational | 579 | 3950
inverter | 24 | 90.1
timing repair buffer | 408 | 4060
fill | 2635 | 16500
-- synthesized netlist by cell type, types with 4 or more instances --
| master | count | area [um2] |
|---|---|---|
| a21o_1 | 36 | 270 |
| inv_1 | 22 | 82.6 |
| a211oi_1 | 13 | 97.6 |
| ha_1 | 32 | 400 |
| o21ai_1 | 18 | 90.1 |
| clkbuf_1 | 22 | 82.6 |
| nor2_1 | 73 | 274 |
| o21ai_0 | 26 | 130 |
| nand3_1 | 26 | 130 |
| xor2_1 | 25 | 219 |
| o21a_1 | 6 | 45.0 |
| or3_1 | 8 | 50.1 |
| buf_4 | 127 | 953 |
| a31oi_1 | 11 | 68.8 |
| a22o_1 | 9 | 78.8 |
| a21oi_1 | 60 | 300 |
| mux2_2 | 46 | 518 |
| and3_1 | 8 | 50.1 |
| nand2_1 | 69 | 259 |
| buf_2 | 10 | 50.1 |
| mux2i_1 | 4 | 40.0 |
| and2_1 | 11 | 68.8 |
| nor2b_1 | 5 | 31.3 |
| xnor2_1 | 23 | 201 |
| nand4_1 | 12 | 75.1 |
| nor3_1 | 9 | 45.0 |
-- layer usage --
| metal | share of wire | wire length, um | vias up | track usage |
|---|---|---|---|---|
| met5 | 0 | 0 | - | 0 |
| met4 | 0.0033 | 95 | 0 | 0.00620 |
| met3 | 0.095 | 2700 | 12 | 0.0411 |
| met2 | 0.48 | 13700 | 304 | 0.288 |
| met1 | 0.42 | 12100 | 2818 | 0.219 |
| li1 | - | - | 3107 | - |
-- worst max path at each step --
| stage | start | end | slack (ps) | depth (start not counted) |
|---|---|---|---|---|
| 5_1_grt | inst[4] | next_pc[28] | 3970 | 17 |
| 4_1_cts | inst[4] | next_pc[31] | 4460 | 17 |
| 6_report | inst[4] | next_pc[28] | 4430 | 18 |
-- through the flow --
stage	setup slack (ps)	instances	instance area, um2
global placement	4500	1341	8510
detailed placement	4480	1341	8510
global route	3970	1341	8510
floorplan	6710	765	5110
CTS	4460	1341	8510
finish	4430	1341	8510
-- kinds of logic after synthesis --
logic type / synth area share
xor gates and xnor gates: 0.0822
and+or+nand+nor: 0.205
buffers and inverters: 0.232
adders and majority gates: 0.0822
AOI/OAI and AO/OA: 0.282
muxes: 0.116
-- where the power goes --
group / internal (W) / total, W / switching [W]
clock network: 0 / 0 / 0
registers: 0 / 0 / 0
logic: 0.000110 / 0.000177 / 0.0000667
total: 0.000110 / 0.000177 / 0.0000667
-- worst max-delay path: cells and delay by family --
kind | cells | cell delay (ps)
AOI/OAI and AO/OA | 7 | 1530
muxes | 2 | 730
and+or+nand+nor | 4 | 1390
adders and majority gates | 2 | 650
buffers and inverters | 3 | 1490
No activity file was given, so power comes from the tool's default toggle rates.
