==> ./design.v <==
module CDecoder (input wire clk_in,                     
                input wire rst_in,                     
                input wire rdy_in,                     
                input wire wrong_predicted,            
                input wire [31:0] correct_pc,
                output wire [31:0] next_pc,            
                output wire jalr_stall,
                input wire [31:0] inst_addr,
                input wire [31:0] inst,
                input wire start_decode,               
                output wire br_predict,                
                output wire issue_signal,              
                output wire issue_signal_rs,           
                output wire issue_signal_lsb,          
                output wire [31:0] imm,                
                output wire [6:0] op_type,             
                output wire [2:0] op,                  
                output wire [31:0]reg1_v,              
                output wire [31:0]reg2_v,              
                output wire has_dep1,                  
                output wire has_dep2,                  
                output wire [5-1:0]rob_entry1,  
                output wire [5-1:0]rob_entry2,  
                output wire [4:0]rd_id,                
                output wire [5-1:0]rd_rob,      
                output wire [31:0]inst_out,            
                output wire [31:0]inst_addr_out,       
                input wire rob_full,                   
                input wire [5-1:0] rob_tail,
                input wire rs_full,                    
                input wire lsb_full,                   
                output wire [4:0] get_id1,             
                input wire [31:0] val1,
                input wire has_dep1_,                  
                input wire [5 - 1:0] dep1,
                output wire [4:0] get_id2,
                input wire [31:0] val2,
                input wire has_dep2_,                  
                input wire [5 - 1:0] dep2);
    assign br_predict       = op_type == 7'b1100011;
    assign issue_signal     = start_decode&&!wrong_predicted&&!jalr_stall&& !rob_full && !rs_full && !lsb_full;
    assign issue_signal_rs  = issue_signal&&(op_type == 7'b0010011 || op_type == 7'b0110011||op_type == 7'b1100011);
    assign issue_signal_lsb = issue_signal&&(op_type == 7'b0000011 || op_type == 7'b0100011);
    wire no_rs2;
    assign no_rs2 = op_type == 7'b0110111 || op_type == 7'b0010111 || op_type == 7'b1101111 || op_type == 7'b1100111 || op_type == 7'b0000011 || op_type == 7'b0010011;
    assign reg1_v        = val1;
    assign reg2_v        = no_rs2 ? imm : val2;
    assign has_dep1      = has_dep1_;
    assign has_dep2      = no_rs2 ? 0 : has_dep2_;
    assign rob_entry1    = dep1;
    assign rob_entry2    = no_rs2 ? 0 : dep2;
    assign rd_rob        = rob_tail;
    assign inst_addr_out = inst_addr;
    assign inst_out      = {1'b0,op_addition,14'b0,inst[15:0]};
    assign jalr_stall    = op_type == 7'b1100111 && has_dep1_;
    wire [31:0]pc_predictor_next_pc;
    CPc_predictor CPc_predictor_inst(
    .now_pc(inst_addr),
    .now_inst(inst),
    .val1(val1),
    .op_type(op_type),
    .imm(imm),
    .next_pc(pc_predictor_next_pc));
    assign next_pc = wrong_predicted ? correct_pc : pc_predictor_next_pc;
    assign op_type = get_op_type(inst);
    function [6:0]get_op_type;
        input [31:0] inst;
        case (inst[1:0])
            2'b00: case (inst[15:13])
                3'b000: get_op_type = 7'b0010011;
                3'b010: get_op_type = 7'b0000011;
                3'b110: get_op_type = 7'b0100011;
            endcase
            2'b01: begin
                case (inst[15:13])
                    3'b000: get_op_type = 7'b0010011;
                    3'b001: get_op_type = 7'b1101111;
                    3'b010: get_op_type = 7'b0010011;
                    3'b011: begin
                        if (inst[11:7] == 2)get_op_type   = 7'b0010011;
                        else get_op_type = 7'b0110111;
                    end
                    3'b100: case (inst[11:10])
                        2'b11:get_op_type = 7'b0110011; 
                        default: get_op_type = 7'b0010011;
                    endcase
                    3'b101: get_op_type = 7'b1101111;
                    3'b110: get_op_type = 7'b1100011;
                    3'b111: get_op_type = 7'b1100011;
                endcase
            end
            2'b10: begin
                case (inst[15:13])
                    3'b000: get_op_type = 7'b0010011;
                    3'b010: get_op_type = 7'b0000011;
                    3'b100: case (inst[12])
                        1'b0:case (inst[6:2])
                            5'b00000: get_op_type = 7'b1100111;
                            default: get_op_type = 7'b0110011;
                        endcase
                        1'b1:case (inst[6:2])
                            5'b00000: get_op_type = 7'b1100111;
                            default: get_op_type = 7'b0110011;
                        endcase
                    endcase
                    3'b110: get_op_type = 7'b0100011;
                endcase
            end
        endcase
    endfunction
    localparam Add= 3'b000,Sub = 3'b000, Sll = 3'b001, Slt = 3'b010, Sltu = 3'b011, Xor = 3'b100, Srl= 3'b101,Sra = 3'b101, Or = 3'b110, And = 3'b111;
    localparam Beq = 3'b000, Bne = 3'b001, Blt = 3'b100, Bge = 3'b101, Bltu = 3'b110, Bgeu = 3'b111;
    localparam Lb=3'b000, Lh=3'b001, Lw=3'b010, Lbu=3'b100, Lhu=3'b101;
    localparam Sb=3'b000, Sh=3'b001, Sw=3'b010;
    assign op = get_op(inst);
    function [2:0]get_op;
        input [31:0] inst;
        case (inst[1:0])
            2'b00: case (inst[15:13])
                3'b000: get_op = Add;
                3'b010: get_op = Lw;
                3'b110: get_op = Sw;
            endcase
            2'b01: begin
                case (inst[15:13])
                    3'b000: get_op = Add;
                    3'b001: get_op = 3'b000;
                    3'b010: get_op = Add;
                    3'b011: begin
                        if (inst[11:7] == 2)get_op = Add;
                        else get_op = 3'b000;
                    end
                    3'b100: case (inst[11:10])
                        2'b00:get_op = Srl;
                        2'b01:get_op = Sra;
                        2'b10:get_op = And;
                        2'b11:case (inst[6:5])
                            2'b00: get_op = Sub;
                            2'b01: get_op = Xor;
                            2'b10: get_op = Or;
                            2'b11: get_op = And;
                        endcase
                    endcase
                    3'b101: get_op = 3'b000;
                    3'b110: get_op = Beq;
                    3'b111: get_op = Bne;
                endcase
            end
            2'b10: begin
                case (inst[15:13])
                    3'b000: get_op = Sll;
                    3'b010: get_op = Lw;
                    3'b100: case (inst[12])
                        1'b0:case (inst[6:2])
                            5'b00000: get_op = 3'b000;
                            default: get_op = Add;
                        endcase
                        1'b1:case (inst[6:2])
                            5'b00000: get_op = 3'b000;
                            default: get_op = Add;
                        endcase
                    endcase
                    3'b110: get_op = Sw;
                endcase
            end
        endcase
    endfunction
    wire op_addition;
    assign op_addition = get_op_addition(inst);
    function get_op_addition;
        input [31:0] inst;
        case (inst[1:0])
            2'b00,2'b10: get_op_addition = 0;
            2'b01: begin
                case (inst[15:13])
                    3'b100: case (inst[11:10])
                        2'b01:get_op_addition = 1;
                        2'b11:case (inst[6:5])
                            2'b00: get_op_addition = 1;
                            default: get_op_addition = 0;
                        endcase
                        default:get_op_addition = 0;
                    endcase
                    default: get_op_addition = 0;
                endcase
            end
        endcase
    endfunction
    assign get_id1 = get_get_id1(inst);
    function [4:0]get_get_id1;
        input [31:0] inst;
        case (inst[1:0])
            2'b00: case (inst[15:13])
                3'b000: get_get_id1 = 2;
                default: get_get_id1 = 8+inst[9:7];
            endcase
            2'b01: begin
                case (inst[15:13])
                    3'b000: get_get_id1 = inst[11:7];
                    3'b001: get_get_id1 = 0;
                    3'b010: get_get_id1 = 0;
                    3'b011: begin
                        if (inst[11:7] == 2)get_get_id1 = 2;
                        else get_get_id1 = 0;
                    end
                    3'b100,3'b110,3'b111: get_get_id1 = 8+inst[9:7];
                    3'b101: get_get_id1 = 0;
                endcase
            end
            2'b10: begin
                case (inst[15:13])
                    3'b000: get_get_id1 = inst[11:7];
                    3'b010: get_get_id1 = 2;
                    3'b100: case (inst[12])
                        1'b0:case (inst[6:2])
                            5'b00000: get_get_id1 = inst[11:7];
                            default: get_get_id1 = 0;
                        endcase
                        1'b1:get_get_id1 = inst[11:7];
                    endcase
                    3'b110: get_get_id1 = 2;
                endcase
            end
        endcase
    endfunction
    assign get_id2 = get_get_id2(inst);
    function [4:0]get_get_id2;
        input [31:0] inst;
        case (inst[1:0])
            2'b00: case (inst[15:13])
                3'b110: get_get_id2 = 8+inst[4:2];
                default: get_get_id2 = 0;
            endcase
            2'b01: begin
                if (inst[15:13]==3'b100&&inst[11:10]==2'b11)get_get_id2 = 8+inst[4:2];
                else get_get_id2 = 0;
            end
            2'b10: begin
                case (inst[15:13])
                    3'b100,3'b110: get_get_id2 = inst[6:2];
                    default: get_get_id2 = 0;
                endcase
            end
        endcase
    endfunction
    assign rd_id = get_rd_id(inst);
    function [4:0]get_rd_id;
        input [31:0] inst;
        case (inst[1:0])
            2'b00: case (inst[15:13])
                3'b110: get_rd_id = 0;
                default: get_rd_id = 8+inst[4:2];
            endcase
            2'b01: begin
                case (inst[15:13])
                    3'b000,3'b010,3'b011: get_rd_id = inst[11:7];
                    3'b001: get_rd_id = 1;
                    3'b100: get_rd_id = 8+inst[9:7];
                    3'b101,3'b110,3'b111: get_rd_id = 0;
                endcase
            end
            2'b10: begin
                case (inst[15:13])
                    3'b000,3'b010: get_rd_id = inst[11:7];
                    3'b100: case (inst[12])
                        1'b0:case (inst[6:2])
                            5'b00000: get_rd_id = 0;
                            default: get_rd_id = inst[11:7];
                        endcase
                        1'b1:case (inst[6:2])
                            5'b00000: get_rd_id = 1;
                            default: get_rd_id = inst[11:7];
                        endcase
                    endcase
                    3'b110: get_rd_id = 0;
                endcase
            end
        endcase
    endfunction
    assign imm = get_imm(inst);
    function [31:0]get_imm;
        input [31:0] inst;
        case (inst[1:0])
            2'b00: case (inst[15:13])
                3'b000: get_imm = {22'b0,inst[10:7],inst[12:11],inst[5],inst[6],2'b0};
                default: get_imm = {25'b0,inst[5],inst[12:10],inst[6],2'b0};
            endcase
            2'b01: begin
                case (inst[15:13])
                    3'b000,3'b010: get_imm = {{27{inst[12]}},inst[6:2]};
                    3'b001,3'b101: get_imm = {{21{inst[12]}},inst[8],inst[10:9],inst[6],inst[7],inst[2],inst[11],inst[5:3],1'b0};
                    3'b011: begin
                        if (inst[11:7] == 2)get_imm = {{23{inst[12]}},inst[4:3],inst[5],inst[2],inst[6],4'b0};
                        else get_imm = {{15{inst[12]}},inst[6:2],12'b0};
                    end
                    3'b100: case (inst[11:10])
                        2'b00,2'b01:get_imm = {26'b0,inst[12],inst[6:2]};
                        2'b10:get_imm = {{27{inst[12]}},inst[6:2]};
                        2'b11:get_imm = 0;
                    endcase
                    3'b110,3'b111: get_imm = {{24{inst[12]}},inst[6:5],inst[2],inst[11:10],inst[4:3],1'b0};
                endcase
            end
            2'b10: begin
                case (inst[15:13])
                    3'b000: get_imm = {26'b0,inst[12],inst[6:2]};
                    3'b010: get_imm = {24'b0,inst[3:2],inst[12],inst[6:4],2'b0};
                    3'b100: get_imm = 0;
                    3'b110: get_imm = {24'b0,inst[8:7],inst[12:9],2'b0};
                endcase
            end
        endcase
    endfunction
endmodule
module CPc_predictor (input wire [31:0] now_pc,
                     input wire [31:0] now_inst,
                     input wire [31:0] val1,
                     input wire [6:0] op_type,
                     input wire [31:0] imm,
                     output wire [31:0] next_pc);
function [31:0] calculate_next_pc(input [31:0] now_pc,input [6:0] now_op_type, input [31:0] val1, input [31:0] imm);
    case (now_op_type)
        7'b1101111: begin
            calculate_next_pc = now_pc + imm;
        end
        7'b1100111: begin
            calculate_next_pc = val1 + imm;
        end
        7'b1100011: begin
            calculate_next_pc = now_pc + imm;
        end
        default: begin
            calculate_next_pc = now_pc + 2;
        end
    endcase
endfunction
assign next_pc = calculate_next_pc(now_pc,op_type, val1, imm);
endmodule
==> ./run.sh <==
#!/bin/bash
# OpenROAD 26Q1-2900-gdf79404cd8, Yosys 0.63+post, stock flow scripts
make -C /OpenROAD-flow-scripts/flow DESIGN_CONFIG=/design/flow/config.mk WORK_HOME=/design/flow/orfs finish
==> ./config.mk <==
export PLATFORM = sky130hd
export DESIGN_NAME = CDecoder
export DESIGN_NICKNAME = CDecoder
export VERILOG_FILES = /design/flow/design.v
export SDC_FILE = /design/flow/constraint.sdc
export NUM_CORES = 4
export LEC_CHECK = 1
export CORE_AREA = 10 10 201 201
export DIE_AREA = 0 0 211 211
==> ./constraint.sdc <==
current_design CDecoder

set clk_period 22.4
set clk_io_pct 0.2

create_clock -name clk0 -period $clk_period

set non_clock_inputs [all_inputs -no_clocks]
set_input_delay [expr $clk_period * $clk_io_pct] -clock clk0 $non_clock_inputs
set_output_delay [expr $clk_period * $clk_io_pct] -clock clk0 [all_outputs]
==> flow_results.org <==
#+TITLE: Flow metrics

** Run status
- Status :: complete, no violations

** GRT
- Maximum number of pins on one net before global-route repair :: 46
- Number of global-route vias before repair :: 6932
- Remaining Overflow, GRT :: 0
- The number of antenna violations at the first check in global routing was 0.
- Overall fraction of global-route tracks in use :: 13.4%
- Global-route wire length before repair :: 45600 um

** Layout
- After layout, the clock buffer instance count stands at 0.
- Area taken by flip-flops and latches :: 0 sq um
- Most common cell after layout, fill and taps aside :: sky130_fd_sc_hd__clkdlybuf4s50_1
- Number of sequential cells :: 0
- Cells with a size suffix above 1 make up 6.80% of the layout.
- Synth-to-layout area growth :: 56.3%
- Most frequent cells in the layout :: sky130_fd_sc_hd__clkdlybuf4s50_1, sky130_fd_sc_hd__nand2_1, sky130_fd_sc_hd__nor2_1

** CTS
- Post-CTS timing repair inserted 0 buffers for setup.
- Hold-fix buffers, CTS :: 0
- Post-cts repair resize count :: 0

** Route
- The detailed router placed 7039 vias in this run.
- Average wire length per cell after detail routing :: 20.3 um
- Dividing the detail-routed via count by the number of cells gives 4.54.
- Final routed DRC violation total :: 0
- Antenna-violating nets left :: 0
- DR iter-0 viols :: 636
- In the routed netlist, the antenna diode instances number 0.
- The wire length recorded after detailed routing is 31500 um.
- The first detailed-routing pass ran for 5 iterations.

** Worst setup path
- Data arrival time of the worst path :: 11.10 ns
- At the worst endpoint, the required time is 17.92 ns.
- STA classifies the critical path endpoint as an output port.
- The critical path is of the in2out type.
- Critical path startpoint category :: primary input
- Looking at the critical path, the highest net fanout was 33.

** Floorplan
- The report lists the number of standard-cell rows as 69.
- Die Size :: 0.0445 sq mm
- The horizontal die dimension reported for this design is 211 um.
- After floorplanning, the core was sized to cover 0.0357 sq mm.
- In the floorplan report the effective utilization is 16.4%.
- I/O pins :: 424
- According to the floorplan report, the die height is 211 um.

** Job
- The run reported a max-capacitance violation count of 0.
- OpenROAD warnings :: 52

** Place
- Count of buffers from port buffering :: 368
- Per the gpl log, the routability congestion estimate is 0.920.
- The HPWL after detailed placement is 26300 um.
- Pre-CTS WS :: 6.84 ns

** STA
- After routing, the total negative slack on setup checks comes to 0 ns.
- The final max-slew violation count recorded for this run is 0.
- Worst slew margin :: 46.9%
- Setup repair after global routing left no endpoint under its margin.
- The final timing summary puts the cycle share of the worst path at 69.5%.
- Final setup fails :: 0
- Setup ws final :: 6.82 ns
- Looking at the max-slew report, the worst-margin pin has a slew of 0.796 ns.
- Final critical delay including setup and external delays :: 15.58 ns
- Final hold vios :: 0
- Highest clock frequency the design can meet :: 0.0642 GHz

** Logic synthesis
- Seq share, synth :: 0%
- Number of cells in Yosys stat :: 859
- Number of warnings issued by yosys :: 2
- Netlist area before placement :: 0.00587 sq mm
- Yosys synthesis chip area :: 0.00587 sq mm
- Distinct lib cells used :: 86
- After synthesis, the mean cell area works out to 6.84 sq um.
- After technology mapping, the gate count stands at 859.

** Min path
- According to the hold report, the worst path is of the in2out type.
- Counting instances, the worst hold path has a depth of 0.

** Power and ir drop
- The worst VDD IR drop from the latest analysis is 0.00000708 V.
- LEAKAGE :: 3.78 nW
- Power Dens Cells :: 22.2 mW/mm^2
[cell usage after synthesis (3+ instances only)]
cell type / number / area, sq um
sky130_fd_sc_hd__nand3_1: 22 / 110
sky130_fd_sc_hd__o31ai_1: 4 / 30.0
sky130_fd_sc_hd__and2_1: 7 / 43.8
sky130_fd_sc_hd__xor2_1: 12 / 105
sky130_fd_sc_hd__o221ai_1: 4 / 35.0
sky130_fd_sc_hd__clkbuf_1: 25 / 93.8
sky130_fd_sc_hd__nand2_1: 71 / 267
sky130_fd_sc_hd__a21o_1: 43 / 323
sky130_fd_sc_hd__or3_1: 5 / 31.3
sky130_fd_sc_hd__and3_1: 15 / 93.8
sky130_fd_sc_hd__o21a_1: 9 / 67.6
sky130_fd_sc_hd__buf_6: 3 / 33.8
sky130_fd_sc_hd__a211oi_1: 18 / 135
sky130_fd_sc_hd__o311a_1: 3 / 30.0
sky130_fd_sc_hd__ha_1: 34 / 425
sky130_fd_sc_hd__nor3b_1: 3 / 22.5
sky130_fd_sc_hd__nand4_1: 12 / 75.1
sky130_fd_sc_hd__nor2_1: 69 / 259
sky130_fd_sc_hd__xnor2_1: 32 / 280
sky130_fd_sc_hd__o22ai_1: 11 / 68.8
sky130_fd_sc_hd__mux2i_1: 3 / 30.0
sky130_fd_sc_hd__a221oi_1: 4 / 35.0
sky130_fd_sc_hd__nor2b_1: 6 / 37.5
sky130_fd_sc_hd__a21oi_1: 68 / 340
sky130_fd_sc_hd__mux2_4: 15 / 225
sky130_fd_sc_hd__o21ai_0: 32 / 160
sky130_fd_sc_hd__mux2_2: 18 / 203
sky130_fd_sc_hd__buf_1: 5 / 18.8
sky130_fd_sc_hd__o211ai_1: 3 / 22.5
sky130_fd_sc_hd__buf_2: 10 / 50.1
sky130_fd_sc_hd__nor4b_1: 5 / 43.8
sky130_fd_sc_hd__a31oi_1: 3 / 18.8
sky130_fd_sc_hd__a32o_1: 3 / 30.0
sky130_fd_sc_hd__nand2b_1: 7 / 43.8
sky130_fd_sc_hd__o21bai_1: 5 / 37.5
sky130_fd_sc_hd__nor3_1: 22 / 110
sky130_fd_sc_hd__mux2_1: 18 / 203
sky130_fd_sc_hd__o31a_1: 3 / 26.3
sky130_fd_sc_hd__nor4_1: 4 / 25.0
sky130_fd_sc_hd__buf_4: 124 / 931
sky130_fd_sc_hd__inv_1: 29 / 109
sky130_fd_sc_hd__o21ai_1: 11 / 55.1
sky130_fd_sc_hd__a22oi_1: 4 / 30.0
sky130_fd_sc_hd__or2_2: 3 / 18.8
[worst max-delay path: stages]
cell and delay (ns):
sky130_fd_sc_hd__clkdlybuf4s50_1 0.48, sky130_fd_sc_hd__buf_4 0.28, sky130_fd_sc_hd__or2_1 0.39, sky130_fd_sc_hd__nand2_1 0.12
sky130_fd_sc_hd__a211oi_1 0.56, sky130_fd_sc_hd__o21a_2 0.68, sky130_fd_sc_hd__nand2_2 0.07, sky130_fd_sc_hd__buf_4 0.30
sky130_fd_sc_hd__mux2_1 0.37, sky130_fd_sc_hd__ha_1 0.23, sky130_fd_sc_hd__fa_1 0.42, sky130_fd_sc_hd__a21o_1 0.19
sky130_fd_sc_hd__nand4_1 0.12, sky130_fd_sc_hd__a21oi_1 0.13, sky130_fd_sc_hd__o31ai_1 0.67, sky130_fd_sc_hd__o31ai_1 0.24
sky130_fd_sc_hd__o41ai_2 0.41, sky130_fd_sc_hd__nor2_1 0.10, sky130_fd_sc_hd__a311oi_1 0.28, sky130_fd_sc_hd__clkdlybuf4s50_1 0.55
[per-layer routing]
metal / part of all wire [%] / global-route usage, %
met5: 0 / 0
met4: 0.62 / 0.799
met3: 6.7 / 2.25
met2: 49 / 23.1
met1: 43 / 17.8
[power breakdown]
| part | switching (mW) | internal, mW | leakage, nW | total [mW] |
|---|---|---|---|---|
| combinational | 0.0898 | 0.114 | 3.78 | 0.204 |
| sequential | 0 | 0 | 0 | 0 |
| clock | 0 | 0 | 0 | 0 |
[worst paths after layout]
| check | from | end | slack, ns |
|---|---|---|---|
| max | inst[14] | next_pc[20] | 6.82 |
| min | rob_tail[0] | rd_rob[0] | 8.96 |
[through the flow]
stage                     cells  power, mW  util, %  hold slack, ns  instance area, sq um
final                      1550      0.204     25.7            8.96                  9180
after global routing       1550      0.222     25.7            8.96                  9180
after CTS                  1550      0.207     25.7            8.96                  9180
after detailed placement   1550      0.205     25.7            8.96                  9180
after global placement     1550      0.205     25.7            8.96                  9180
after floorplan             874      0.101        -            9.01                  5930
[area by class of cell]
type                       count  area [sq um]
fill                        3879         26600
timing repair buffer         383          3790
inverter                      30           113
tap                          461           577
multi-input combinational    676          4700
[kinds of logic after synthesis]
kind of cell	after synthesis	share of synthesized area [%]
AOI/OAI and AO/OA	260	30.4
xor gates and xnor gates	44	6.56
adders and majority gates	35	7.58
buffers and inverters	198	21.2
muxes	54	11.2
other	2	0.128
and+or+nand+nor	266	22.9
No activity file was given, so power comes from the tool's default toggle rates.
