<file path="design/flow/config.mk">
export PLATFORM = sky130hd
export DESIGN_NAME = Rs_chooser
export DESIGN_NICKNAME = Rs_chooser
export VERILOG_FILES = /design/flow/design.v
export SDC_FILE = /design/flow/constraint.sdc
export NUM_CORES = 4
export LEC_CHECK = 1
export CORE_AREA = 10 10 70 70
export DIE_AREA = 0 0 80 80
</file>
<file path="design/flow/design.v">
module Rs_chooser (input wire [(1 << 4)-1:0] prepared,
                   input wire [(1 << 4)-1:0] busy,
                   output wire full,
                   output wire ready,
                   output wire [4-1:0] rs_entry,
                   output wire [4-1:0] issue_entry);
wire [4-1:0] prepared_tree[1:2*(1 << 4)-1];
wire [4-1:0] leisure_tree[1:2*(1 << 4)-1];
generate
genvar i;
for (i = 0; i < (1 << 4); i = i + 1) begin: gen
assign prepared_tree[i+(1 << 4)] = prepared[i]?i+1:0;
assign leisure_tree[i+(1 << 4)]  = busy[i]?0:i+1;
end
genvar j;
for (j = 1; j < (1 << 4); j = j + 1) begin
    assign prepared_tree[j] = prepared_tree[j<<1]?prepared_tree[j<<1]:prepared_tree[j<<1|1];
    assign leisure_tree[j]  = leisure_tree[j<<1]?leisure_tree[j<<1]:leisure_tree[j<<1|1];
end
endgenerate
wire debug_p1 = prepared_tree[1];
assign ready       = prepared_tree[1]?1:0;
assign rs_entry    = prepared_tree[1]-1;
assign full        = leisure_tree[1]?0:1;
assign issue_entry = leisure_tree[1]-1;
endmodule
</file>
<file path="design/flow/constraint.sdc">
current_design Rs_chooser

set clk_period 2.9
set clk_io_pct 0.2

create_clock -name clk0 -period $clk_period

set non_clock_inputs [all_inputs -no_clocks]
set_input_delay [expr $clk_period * $clk_io_pct] -clock clk0 $non_clock_inputs
set_output_delay [expr $clk_period * $clk_io_pct] -clock clk0 [all_outputs]
</file>
<file path="design/flow/run.sh">
#!/bin/bash
# OpenROAD 26Q1-2900-gdf79404cd8, Yosys 0.63+post, stock flow scripts
make -C /OpenROAD-flow-scripts/flow DESIGN_CONFIG=/design/flow/config.mk WORK_HOME=/design/flow/orfs finish
</file>
==> reports/metrics.yaml <==
antenna_found_initial: 0
layout.cells.non_filler: 179
status: "finished with violations"
critical_path_required_ps: 2320
n_sequential_cell: 0
utilization_pct: 33.3
wl_met3_um: 321
tightest_slew_ps: 357
vias: 718
netlist.area_leader.share_pct: 9.77
lay_top_count: "buf_4"
violations: "setup timing"
fin_crit_sh_pct: 105
warnings: 37
endpoint_kind: "output pin"
layout_top_cells: "buf_4, dlygate4sd2_1, clkdlybuf4s50_1"
syn_area_um2: 384
hold_class: "input port to output pin"
vdd_drop_max_mv: 0.0504
wire_per_inst_um: 11.3
viasPerCell: 4.01
diodes: 0
place_congestion: 0.795
postRouteAntennaNets: 0
hold_buffers: 0
top_layer: "met4"
cp.arrival_ps: 2460
placed_cells: 175
hold_violations: 0
flop_area_um2: 0
topCellsByArea: "ha_1, inv_1, and4_1"
drive_above_1_share_pct: 42.1
slew_headroom_pct: 76.1
fmax_mhz: 329
setup_viol: 3
ioPinCount: 42
startpoint_type: "input port"
switching_power_mw: 0.0508
fin_setup_tns_ps: -314
grt_first_pass_wirelength_um: 3190
ys_seq_share_pct: 0
p_clk_share_pct: 0
cellLeakagePower_nw: 0.520
grt_max_degree: 4
slew_viol_final: 0
netlist_instances: 63
dr_wl_met2_um: 628
place_hpwl_um: 1680
wirelength_met1_um: 1050
pre_cts_ws_ps: -815
combPwrFrac_pct: 100.0
drt_iter0_drc: 23
io_buffer_count: 40
yosysCellCount: 63
drv_cap: 0
period_needed_ps: 3040
rsz0062_at_grt: "true"
ys_area_um2: 384
grt-ovfl-total: 0
fp_util_pct: 11.2
syn_avg_cell_area_um2: 6.10
first_pass_iters: 4
synthToLayoutAreaGrowth_pct: 196
powerDensity_nw_per_um2: 120
worstPathMaxFanout: 2
layout_setup_ws_ps: -139
drc: 0
p_seq_share_pct: 0
yosysUniqueCellTypes: 26
coreArea_um2: 3420
die_h_um: 80
worstSetupPathType: "input port to output pin"
yosysTopAreaCell: "ha_1"
dieArea_um2: 6400
grt_pass1_vias: 749
nClkBuffers: 0
wl_um: 2030
rows: 21
grt_use_total_pct: 5.91
intPower_mw: 0.0861
p_sw_share_pct: 37.1
synth_warnings: 1
die_x_um: 80
-- cell families (layout without fill, tap and decap cells) --
group / Yosys count / in the layout / share of synthesized area [%]
AND-OR/OR-AND: 18 / 18 / 30.9
adder cells (fa/ha/maj): 3 / 3 / 9.77
AND/OR/NAND/NOR: 30 / 30 / 45.0
buffers and inverters: 10 / 80 / 9.77
XOR/XNOR: 2 / 2 / 4.56
-- per-stage QoR --
stage	hold slack [ps]	cell area, um^2	power [mW]
2_1_floorplan	1180	384	0.0263
3_3_place_gp	2220	1040	0.127
3_5_place_dp	2210	1040	0.127
4_1_cts	1680	1110	0.132
5_1_grt	1730	1140	0.151
6_report	1690	1140	0.137
-- cells in the mapped netlist --
library cell	instances
inv_1	10
nor2_1	5
o21ai_0	5
nand3_1	4
nor3_1	4
a21oi_1	3
and4_1	3
ha_1	3
nand2_1	3
a211oi_1	2
a221oi_1	2
a31oi_1	2
and3_1	2
or3_1	2
xor2_1	2
a21boi_0	1
a31o_2	1
and2_1	1
nand4_1	1
nor2b_1	1
nor3b_1	1
nor4_1	1
o31ai_1	1
o32a_1	1
or4_1	1
or4_4	1
-- power by group through the flow --
stage	clock network (mW)	registers, mW	logic [mW]
after global routing	0	0	0.151
final	0	0	0.137
after CTS	0	0	0.132
-- final cells by class --
cell class	instances	area (um^2)
Fill cell	350	2280
Inverter	10	37.5
Timing Repair Buffer	70	582
Tap cell	46	57.6
Multi-Input combinational cell	53	462
-- critical path: stages --
cell and delay (ps):
buf_2 110, or4_4 500, or3_4 340, o32a_1 370
buf_6 130, ha_4 140, xor2_1 150, buf_2 120
-- path summary, 6_finish.rpt --
check | from | end | slack (ps) | cells past startpoint
max | prepared[4] | rs_entry[2] | -140 | 8
min | prepared[6] | ready | 1690 | 6
-- metal layers --
layer / vias to the layer above / GRT usage (%)
met1: 289 / 8.04
li1: 381 / -
met3: 2 / 3.30
met2: 46 / 8.11
met5: - / 0
met4: 0 / 0.704
-- repair_timing --
action,in CTS,in global routing
setup endpoints to repair,9,6
gates resized,62,11
pin swaps,12,8
buffers inserted,5,0
No activity file was given, so power comes from the tool's default toggle rates.
